### flow/run.sh
#!/bin/bash
# OpenROAD 26Q1-2900-gdf79404cd8, Yosys 0.63+post, stock flow scripts
make -C /OpenROAD-flow-scripts/flow DESIGN_CONFIG=/design/flow/config.mk WORK_HOME=/design/flow/orfs finish
### flow/design.v
module REG(CLK, RegWEn, AddrD, DataD, AddrA, DataA, AddrB, DataB);
	input RegWEn;
	input CLK;
	input [4:0] AddrA;
	input [4:0] AddrB;
	input [4:0] AddrD;
	input [31:0] DataD;
	output [31:0] DataA;
	output [31:0] DataB;
	reg [31:0] RegisterFile32b [31:0];
	integer i;
	initial begin
		for(i = 0; i < 32; i = i + 1)
			RegisterFile32b[i] <= 0;
	end
 	always @ (posedge CLK)
		begin
			if (RegWEn == 1)
				RegisterFile32b[AddrD] <= DataD ;
		end
	assign DataA = RegisterFile32b[AddrA];
	assign DataB = RegisterFile32b[AddrB];
endmodule
### flow/config.mk
export PLATFORM = sky130hd
export DESIGN_NAME = REG
export DESIGN_NICKNAME = REG
export VERILOG_FILES = /design/flow/design.v
export SDC_FILE = /design/flow/constraint.sdc
export NUM_CORES = 4
export LEC_CHECK = 1
export CORE_UTILIZATION = 50
### flow/constraint.sdc
current_design REG

set clk_period 5.1
set clk_io_pct 0.2

create_clock -name clk0 -period $clk_period [get_ports {CLK}]

set non_clock_inputs [all_inputs -no_clocks]
set_input_delay [expr $clk_period * $clk_io_pct] -clock clk0 $non_clock_inputs
set_output_delay [expr $clk_period * $clk_io_pct] -clock clk0 [all_outputs]
==> summary.txt <==
Summary of implementation figures.

Route
The final wirelength is 154 mm. The average routed wire per standard cell is 31.2 um. The remaining number of nets flagged by the antenna check after routing is 0. The total DRC errors in the routed layout is 0. The total vias in the final route is 31600. The count of TritonRoute iterations in the first routing pass is 5.

The script logs the ratio of routed vias to standard cells as 6.41. The number of DRC violations after detailed-routing iteration 0 is 2247.

Power and ir drop
The part of the power in registers is 48.0%. Per the OpenROAD power report, leakage power amounts to roughly 21 nW. The proportion of power drawn by combinational gates is roughly a tenth. The switching power as a share of total power is ~23%.

In the power breakdown, the internal column shows 15.2 mW. The peak ir drop on the vdd network is between 0.2 and 0.3 mV. For this design the ratio of total power to cell area is around 350 nW/um^2. The net load switching power is 4.44 mW. The flow reports that the clock network draws 42.7% of the design power.

Placement
In this run the tool buffered the top-level ports with 112 buffer cells. After its last routability iteration, the placer logged a weighted congestion of around 0.9. The post-DP HPWL is 90.7 mm.

Worst setup path
The data required time at the worst endpoint is 4.08 ns. The cell that appears most often on the critical path is clkdlybuf4s50_1. On the critical path, the stage with the largest delay is an instance of clkdlybuf4s50_1.

The worst setup path is captured at a primary output. The data arrival time reported for the critical path is 3.85 ns. Per STA, the highest per-stage delay on the worst path measures 0.63 ns. The worst setup path is launched from a primary input.

The largest fanout on the critical path is 23. The cell sequence reported for the critical path is clkdlybuf4s50_1 > and2_4 > buf_4 > a22o_1 > nor3_1 > a31oi_1 > nand3_1 > clkdlybuf4s50_1. In the setup report, the worst path falls into the class in2out.

Run
The max-cap check violation count is 0. The stage logs contain a warning count of 26.

Synthesis
The synth_stat.txt file lists the number of cells as around 3400. For this run, the number of Yosys warnings is 1. The count of unique library cells instantiated by Yosys is 23. The share of the Yosys chip area taken by registers is 63.0%.

Per the post-synthesis stats, the area per cell is 14.4 sq um. The synthesized chip area reported by yosys is ~49000 sq um. Synthesis produced 3386 cells. Yosys reported a register bit count of 1024. Before any placement, the netlist area is recorded as 48800 sq um.

Clock tree
Post-CTS repair changed the size of 0 cells. The clock tree from TritonCTS is built. The clock root buffer is clkbuf_16. Per the repair_timing log after CTS, setup buffers inserted total 0. CTS saw 1024 sinks. The number of levels in the clock H-tree is 3. The total of hold buffers inserted after clock tree synthesis is 0. The number of buffers on the longest clock path is 3. The TritonCTS buffer count is 109. The clock input transition at the sequential cells of the worst setup and hold paths is 0.06 ns.

Hold path
In this run the worst hold path is classified as in2reg.

Die
Per the OpenROAD floorplan log, the width of the die is 314 um. For this configuration, the core starts out at a cell density of 50.5%. In this run the core area contains 114 standard-cell rows. The chip area is 98800 sq um. The core region is 96700 sq um. The number of I/O pins is 113.

The floorplan step set the die height to 314 um.

Finish
In this run the layout overhead on the synthesized area is reported as 15.5%. The largest registers in the layout are RegisterFile32b x1024. The register with the most flip-flops in the layout has 1024 of them. The largest register by flop count is RegisterFile32b. By instance count after routing, the leading logic cell types are edfxtp_1, mux2i_1, nand3_1, nand2_1. The core occupancy in the finished layout is 58.3%. Per the final layout report, the fraction of cells sized above drive strength 1 comes to about 11%.

STA
The relative max-transition margin is between 30 and 40%. Per the final timing report, the hold violations number 0. The time the final worst path needs with I/O delays and setup is 4.87 ns. OpenROAD reports that the post-layout worst path occupies a little over nine tenths of the period.

Setup repair after global routing left no endpoint under its margin. Setup total negative slack on the finished layout was measured at 0 ns. Hold timing on the final database bottoms out at a slack of between 1 and 1.5 ns. Timing would allow up to a little over 200 MHz. The last timing report of the flow puts the setup violation total at 0.

The transition at the pin with the smallest max-transition slack is about 1.0 ns. The count of pins over their slew limit is 0.

Global routing
The number of global-route vias before repair came to 33200. The global-route wire length before repair is 222 mm. The final global-route overflow total is 0. The overall fraction of global-route tracks in use is 34.3%. The pin count of the biggest net entering global routing is between 80 and 90.

The number of antenna violations at the first check in global routing came to 5.

Status
The run finished with clean final reports.
[power by group through the flow]
| stage | logic [mW] | clock network [mW] | registers (mW) |
|---|---|---|---|
| 4_1_cts | 1.80 | 8.49 | 9.41 |
| 5_1_grt | 1.93 | 8.82 | 9.41 |
| 6_report | 1.82 | 8.39 | 9.41 |
[per-layer routing]
layer | vias up | wire, um | part of all wire (%) | track usage (%)
li1 | 13800 | - | - | -
met1 | 15300 | 54000 | 35 | 46.1
met2 | 2176 | 66500 | 43 | 46.6
met3 | 339 | 27100 | 18 | 25.2
met4 | 16 | 5650 | 3.7 | 9.20
met5 | - | 316 | 0.21 | 2.27
[final cells by class]
class,instances,area [sq um]
Fill cell,7139,40400
Multi-Input combinational cell,2109,16800
Tap cell,1276,1600
Timing Repair Buffer,315,3440
Sequential cell,1024,30700
Clock buffer,134,2820
Antenna cell,2,5.00
Clock inverter,69,962
[synthesized netlist by cell type]
cell type,number,area share [%]
buf_1,1,0.0077
clkbuf_1,86,0.66
edfxtp_1,1024,63
mux2i_1,1024,21
a31oi_1,64,0.82
nand3_1,194,2.0
and2_1,2,0.026
nand2b_1,4,0.051
nor2_1,35,0.27
nor3_1,64,0.66
or3_1,1,0.013
clkbuf_4,4,0.062
nand3b_1,5,0.077
a22o_1,128,2.3
or2_2,2,0.026
buf_2,70,0.72
buf_6,45,1.0
a22oi_1,192,3.0
or3b_2,3,0.054
nor2b_1,4,0.051
buf_4,47,0.72
a21oi_1,192,2.0
nand2_1,195,1.5
[final timing paths]
kind,from,to,slack (ns),depth (start not counted)
worst max-delay path,AddrB[2],DataB[28],0.23,8
worst min-delay path,DataD[4],RegisterFile32b[11][4]$_DFFE_PP_,1.14,2
[cells by family after synthesis]
family          count (synthesis)  synth area share, %
compound gates                576                 8.04
buf+inv                       253                 3.21
mux                          1024                 21.0
flops                        1024                 63.0
simple gates                  509                 4.71
[critical path, delay by kind of cell]
family          cells  cell delay (ns)
compound gates      2             0.56
simple gates        3             0.67
buf+inv             3             1.55
[metrics by stage]
stage | area (sq um) | power (mW) | setup WS (ns) | instances
floorplan | 48800 | 10.5 | 1.65 | 3386
finish | 56400 | 19.6 | 0.229 | 4929
CTS | 56400 | 19.7 | 0.267 | 4927
global route | 56400 | 20.2 | 0.156 | 4929
detailed placement | 52600 | 11.4 | 0.278 | 4724
global placement | 52600 | 11.4 | 0.301 | 4724
Power is estimated from default activity; no workload was simulated.
